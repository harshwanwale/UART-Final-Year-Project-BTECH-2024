$ cat ./config.mk
export PLATFORM = sky130hd
export DESIGN_NAME = UART_rs232_tx
export DESIGN_NICKNAME = UART_rs232_tx
export VERILOG_FILES = /design/flow/design.v
export SDC_FILE = /design/flow/constraint.sdc
export NUM_CORES = 4
export LEC_CHECK = 1
export CORE_AREA = 10 10 102 102
export DIE_AREA = 0 0 112 112
$ cat ./design.v
`timescale 1ns / 1ps
module UART_rs232_tx (Clk,Rst_n,start_tx,wr_ptr,RxDone,TxEn,TxData,TxDone,Tx,Tick,NBits);	 
input Clk, Rst_n, TxEn,Tick,start_tx,RxDone;	 
input [3:0]NBits;		 
input [7:0]TxData;		 
input [4:0] wr_ptr;
output Tx;
output TxDone;
parameter  IDLE = 1'b0, WRITE = 1'b1;	 
reg  State, Next;			 
reg  TxDone = 1'b0;			 
reg  Tx;				 
reg write_enable = 1'b0;		 
reg start_bit = 1'b1;			 
reg stop_bit = 1'b0;			 
reg [4:0] Bit = 5'b00000;		 
reg [3:0] counter = 4'b0000;		 
reg [7:0] in_data=8'b00000000;		 
reg [1:0] R_edge;			 
wire D_edge;				 
wire tx_flag;
reg temp;
reg [4:0] counter1;
reg [4:0] counter2;
reg pulse;
always @ (posedge Clk or negedge Rst_n)			 
begin
if (!Rst_n)	State <= IDLE;				 
else 		State <= Next;				 
end
always @ (State or D_edge or TxData or TxDone) 
begin
    case(State)	
	IDLE:	if(D_edge)		Next = WRITE;		 
		else			Next = IDLE;
	WRITE:	if(TxDone )		Next = IDLE;  		 
		else			Next = WRITE;
	default 			Next = IDLE;
    endcase
end
always @ (State)
begin
    case (State)
	WRITE: begin
		write_enable <= 1'b1;	 
	end
	IDLE: begin
		write_enable <= 1'b0;	 
	end
    endcase
end
always @ (posedge Tick)
begin
	if (!write_enable)				 
	begin
	TxDone = 1'b0;
	start_bit <=1'b1;
	stop_bit <= 1'b0;
	end
	if (write_enable)				 
	begin
	counter <= counter+1'b1;				 
	if(start_bit & !stop_bit)			 
	begin
	Tx <=1'b0;					 
	in_data <= TxData;
	end		
	if ((counter == 4'b1111) & (start_bit) )	 
	begin		
	start_bit <= 1'b0;
	in_data <= {1'b0,in_data[7:1]};
	Tx <= in_data[0];
	end
	if ((counter == 4'b1111) & (!start_bit) &  (Bit < NBits-1))	 
	begin		
	in_data <= {1'b0,in_data[7:1]};
	Bit<=Bit+1'b1;
	Tx <= in_data[0];
	start_bit <= 1'b0;
	counter <= 4'b0000;
	end	
	if ((counter == 4'b1111) & (Bit == NBits-1) & (!stop_bit))	 
	begin
	Tx <= 1'b1;	
	counter <= 4'b0000;	
	stop_bit<=1'b1;
	end
	if ((counter == 4'b1111) & (Bit == NBits-1) & (stop_bit) )	 
	begin
	Bit <= 4'b0000;
	TxDone <= 1'b1;
	counter <= 4'b0000;
	start_bit <=1'b1;
	end
	end
end
always @ (posedge Clk or negedge start_tx)
begin
	if(!start_tx)
	begin
	R_edge <= 2'b00;
	end
	else
	begin
	R_edge <={R_edge[0], TxEn};
	end
end
assign D_edge = !R_edge[1] & R_edge[0];
endmodule
$ cat ./run.sh
#!/bin/bash
# OpenROAD 26Q1-2900-gdf79404cd8, Yosys 0.63+post, stock flow scripts
make -C /OpenROAD-flow-scripts/flow DESIGN_CONFIG=/design/flow/config.mk WORK_HOME=/design/flow/orfs finish
$ cat ./constraint.sdc
current_design UART_rs232_tx

set clk_period 1.2
set clk_io_pct 0.2

create_clock -name clk0 -period $clk_period [get_ports {Clk}]
create_clock -name clk1 -period $clk_period [get_ports {Tick}]

set non_clock_inputs [all_inputs -no_clocks]
set_input_delay [expr $clk_period * $clk_io_pct] -clock clk0 $non_clock_inputs
set_output_delay [expr $clk_period * $clk_io_pct] -clock clk0 [all_outputs]
==> flow_summary.ini <==
; implementation run metrics
[run_status]
run_status = finished with violations
violated_checks = setup timing

[pwr]
comb_power_share = 0.339
power.share.clock = 0.242
internal_power_mw = 2.21
p_leak_nw = 0.819
power_frac_seq = 0.419
ir_worst_vdd_uv = 938
totalPowerFinal_mw = 3.03
power_density_nw_per_um2 = 1440
sw_share = 0.269
p_sw_mw = 0.816

[job]
openroad.warnings = 35
drv_cap = 0

[worst_setup_path]
cp.arrival_ps = 1960
worstSetupEndpointType = flip-flop
worst_ep_required_time_ps = 1210
timing.critical_path.from = Bit[1]
cp-start-kind = flip-flop
largest_stage_delay_on_the_critical_path_ps = 440
setup.worst_path.class = reg2reg
crit-reg2reg-launch = Bit[1]
crit_path_max_fanout = 5
critical_path.slowest_cell = edfxtp_1
timing.critical_path.cells = ha_4 -> nor2b_4 -> o211ai_4 -> a21oi_4 -> a21o_4 -> mux2_4

[final_timing]
maxSlewViolCount = 0
fin_ws_ps = -742
finalHoldWorstSlack_ps = 173
setup_viol = 34
clock-skew-final_ps = 1.96
timing.max_slew.rel_slack = 0.816
rsz0062_at_grt = true
timing_hold_violations_final = 0
timing_worst_slew_pin_value_ps = 275

[synthesis]
cell_count_in_the_yosys_report = 95
netlist.top_cell.by_area = edfxtp_1
synth-warning-count = 1
postSynthAreaPerCell_um2 = 13.1
edf_count = 18
async_reset_ff_frac = 0.125
syn_area_um2 = 1250
synth.top_cells.by_area = edfxtp_1, mux2_4, ha_1
synth_chip_area_um2 = 1250
synth.yosys.seq_area_share = 0.541
postSynthCellCount = 95
yosysMostFrequentCell = edfxtp_1
synthTopCellsByCount = edfxtp_1, ha_1, mux2_4, nor2_1, inv_1
postSynth.topFlopCell = edfxtp_1
yosys.area.top_type_share = 0.433
ys_types = 32
synth-seq-cells = 24

[clocking]
clock_sinks = 24
clk_pin_slew_worst_paths_ps = 70
cts_tree = yes

[die]
total_die_area_um2 = 12500
placementRows = 33
die-height_um = 112
i_o_pin_count = 25
initial_core_util = 0.152
placeableCoreArea_um2 = 8220
die.size.x_um = 112

[place]
detailedPlace.worstSlack_ps = -1660
finalWeightedCongestion = 0.765
place_area_um2 = 1800
portBuffers = 17
dp_hpwl_mm = 1.82

[route]
remaining_antenna_violation_count_after_routing = 0
num_antenna_cells = 0
routed_wirelength_mm = 2.53
drt_iter0_drc = 33
routed-via-count = 893
routed_wire_length_per_instance_um = 9.91
drt-vias-per-instance = 3.50
drt_pass1_iterations = 4
drt_drc_violations_left = 0

[global_route]
pin_count_of_the_biggest_net_entering_global_routing = 13
overflow = 0
via_count_of_the_first_global_routing_pass = 920
grt_pass1_wl_mm = 4.31
all_layer_global_routing_usage = 0.0411
grt_antenna_before_repair = 0

[layout]
filler_cell_count = 822
finished_core_util = 0.255
drive_above_1_share = 0.540
area.combinational_um2 = 742
syn2layout_area_growth_pct = 67.9
sequential_cell_area_um2 = 677
final_design_area_no_fill_um2 = 2100

[worst_hold_path]
hp-class = in2async
cell families (layout without fill, tap and decap cells):
family,after synthesis,in the layout,synth area share
simple gates,29,29,0.139
flops,24,24,0.541
compound gates,12,13,0.0752
mux,8,8,0.0922
buf+inv,8,62,0.0331
fa+ha+maj,7,7,0.0701
xor+xnor,7,7,0.0491
final cells by class:
| type | count | area share |
|---|---|---|
| Inverter | 5 | 0.0209 |
| Clock inverter | 1 | 0.00239 |
| Timing Repair Buffer | 49 | 0.196 |
| Sequential cell | 24 | 0.323 |
| Tap cell | 105 | 0.0626 |
| Multi-Input combinational cell | 64 | 0.354 |
| Clock buffer | 7 | 0.0412 |
per-layer routing:
metal  vias up  routed length, um  GRT usage  share of wire
li1        452                  -          -              -
met1       417               1300     0.0610           0.52
met2        20               1000     0.0521           0.40
met3         4                204     0.0217          0.081
met4         0                 20    0.00592         0.0079
met5         -                  0          0              0
power groups by stage:
| stage | clock, mW | sequential, mW | combinational, mW |
|---|---|---|---|
| global route | 0.803 | 1.30 | 1.13 |
| finish | 0.734 | 1.27 | 1.03 |
| CTS | 0.757 | 1.27 | 0.969 |
final timing paths:
| path | to | slack [ps] | cells past startpoint |
|---|---|---|---|
| worst min register to register | R_edge[1] | 380 | 0 |
| min in group clk0 | R_edge[1] | 380 | 0 |
| min in group clk1 | start_bit | 530 | 1 |
| worst min-delay path | State | 170 | 1 |
| worst max register to register | in_data[4] | -740 | 6 |
| max in group asynchronous | R_edge[0] | 890 | 1 |
| max in group clk0 | Tx | 90 | 1 |
| worst max-delay path | in_data[4] | -740 | 6 |
stage by stage:
stage	TNS (ps)	std cells
global placement	-48570	237
floorplan	-20870	95
global route	-24930	255
CTS	-21360	251
finish	-22650	255
detailed placement	-48510	237
what timing repair did:
item / CTS / global route
hold buffers: 0 / 0
endpoints found under the hold margin: 0 / 0
cloned: 1 / 0
pin swaps: 12 / 9
gates resized: 39 / 9
buffers inserted: 6 / 6
endpoints found under the setup margin: 36 / 35
worst max-delay path, delay by kind of cell (launching register included):
kind                       cells  cell delay [ps]
AOI/OAI and AO/OA              3              500
and+or+nand+nor                1              150
muxes                          1              300
adders and majority gates      1              300
DFF                            1              440
registers in the layout, indices dropped and copies added (netlist names):
register / cells
Bit: 5
R_edge: 2
State: 1
Tx: 1
TxDone: 1
counter: 4
in_data: 8
start_bit: 1
stop_bit: 1
placed cells by master, fill, tap and decap left out, types with 3 or more instances in the layout:
| master | count |
|---|---|
| buf_4 | 30 |
| edfxtp_1 | 18 |
| clkdlybuf4s50_1 | 11 |
| mux2_4 | 7 |
| clkbuf_8 | 6 |
| xor2_1 | 4 |
| nor2_1 | 4 |
| ha_4 | 4 |
| buf_6 | 4 |
| dfrtp_1 | 3 |
| inv_1 | 3 |
| and2_4 | 3 |
| nand2_1 | 3 |
| o21a_1 | 3 |
| nand3_1 | 3 |
| ha_1 | 3 |
| dlygate4sd2_1 | 3 |
No activity file was given, so power comes from the tool's default toggle rates.
