**flow/design.v**
```verilog
module FIFO_8bit (
    input wire clk,         
    input wire wr_en,       
    input wire rst,         
    input wire start_tx,    
    input wire data_in,     
    output reg [7:0] data_out     
);
    reg [127:0] fifo_reg;   
    reg [3:0] write_ptr, read_ptr;   
    reg [1:0] R_edge;       
    wire D_edge;            
    always @(posedge clk or negedge rst) begin
        if (!rst) begin
            fifo_reg <= 128'b0;
            write_ptr <= 4'b0;
        end else if (wr_en && write_ptr < 16) begin
            fifo_reg[write_ptr * 8 +: 8] <= data_in;
            write_ptr <= write_ptr + 1;
        end
    end
    always @(posedge clk) begin
        if (!start_tx && write_ptr > read_ptr ) begin
            data_out <= fifo_reg[read_ptr * 8 +: 8];
            read_ptr <= read_ptr + 1;
        end
    end
    always @(posedge clk or negedge start_tx) begin
        if (!start_tx) begin
            R_edge <= 2'b00;
        end else begin
            R_edge <= {R_edge[0], start_tx};
        end
    end
    assign D_edge = !R_edge[1] & R_edge[0];
endmodule
```
**flow/run.sh**
```bash
#!/bin/bash
# OpenROAD 26Q1-2900-gdf79404cd8, Yosys 0.63+post, stock flow scripts
make -C /OpenROAD-flow-scripts/flow DESIGN_CONFIG=/design/flow/config.mk WORK_HOME=/design/flow/orfs finish
```
**flow/config.mk**
```make
export PLATFORM = sky130hd
export DESIGN_NAME = FIFO_8bit
export DESIGN_NICKNAME = FIFO_8bit
export VERILOG_FILES = /design/flow/design.v
export SDC_FILE = /design/flow/constraint.sdc
export NUM_CORES = 4
export LEC_CHECK = 1
export CORE_UTILIZATION = 30
```
**flow/constraint.sdc**
```tcl
current_design FIFO_8bit

set clk_period 3.7
set clk_io_pct 0.2

create_clock -name clk0 -period $clk_period [get_ports {clk}]

set non_clock_inputs [all_inputs -no_clocks]
set_input_delay [expr $clk_period * $clk_io_pct] -clock clk0 $non_clock_inputs
set_output_delay [expr $clk_period * $clk_io_pct] -clock clk0 [all_outputs]
```
==> results.txt <==
run metrics: XOR/XNOR Area Share=0.00985, worst hold path type=input port to asynchronous set/reset pin, fin crit period=2520 ps, tool warning count=28, critical path fanouts, max=8, MUX area fraction=0.142, placed instance count=approximately 700, Chip Area, Yosys=between 6000 and 7000 sq um, total wire length=about 12 mm, IO Pins=13, Synth top cells by count=dfrtp_1 (132), nor2b_1 (95), mux2i_1 (32), and2_1 (22), Peak VDD IR=~340 uV, Max Buffers Root-to-Sink=2, Area leader share=0.542, CP delay by family, top=simple AND/OR/NAND/NOR gates, GRT Util Overall=0.133, Post-synth EDFFs=12, IO Port Bufs=12, fin worst setup slack=~1200 ps, DRT iter0 DRCs=204, vias in the first global route=roughly 3600, CTS sink count=between 100 and 150, CP arrival=about 2800 ps, antenna violations before repair=0, Worst Skew=between 10 and 15 ps, Leak Pwr=around 3.3 nW, final period utilization=0.682, Seq share, synth=0.601, CP max stage delay=roughly 550 ps, adder-cell share of the synthesized area=0.0164, post-CTS setup buffer count=0, share of layout cells above drive strength 1=0.155, status=complete, no violations, ao+oa area frac=0.0480, Yosys Instances=around 450, Synth Instances=~450, TritonCTS buffer count=17, CP required=4000 ps, Area contributors post-synth=dfrtp_1 (54%), nor2b_1 (9.7%), edfxtp_1 (5.9%), pre-CTS setup slack=949 ps, Post-synth ARST share=0.917, diode count=0, Critical Path Slowest Stage Cell=dfrtp_1, WS Path Type=register to register, leading area contributor after synthesis=dfrtp_1, DR pass1 iterations=4, Worst slew margin=0.539, RSZ-0062 raised after global routing=false, CTS Hold Bufs=0, clock root cell=clkbuf_16, clock slew seen by the registers of the worst setup and hold paths=about 60 ps, final setup fails=0, Peak Freq=roughly 0.40 GHz, Detail Placement HPWL=around 8.1 mm, PD cells=between 600 and 700 nW/um^2, FP Rows=roughly 50, post-route cell area=between 7000 and 8000 sq um, maxcap violations=0, Top logic family=simple AND/OR/NAND/NOR gates, Worst-Margin Slew=slightly below 700 ps, yosys simple share=0.158, CTS resizes=0, later-pin clock latency in the skew report=420 ps, grt total ovfl=0, die area=about 21000 sq um, Hold Violations, Final=0, die y size=145 um, core area=approximately 20000 sq um, crit end category=register, WP buf/inv=1, Cell Count, Final, Fillers Out=741, Syn Std Cell Area=slightly above 6000 sq um, DRC errors left=0, Syn. warnings=1, width of the die=roughly 140 um, FP Util=0.309, max reg flops=between 100 and 150, average wire per standard cell=16.4 um, CTS tree=built, first-pass GRT wire length=20.0 mm, Routability Congestion=around 0.85, hold slack final=442 ps, Synth cell types=between 40 and 50, Via Count=approximately 3400, number of vias per cell=about 4.6, Finished Core Util=0.357, CTS HTree Levels=4, Avg Cell Area, Syn=about 14 sq um, Slew Viols, Final=0, CP Launch Type=register, FF+latch count, synth=roughly 140, placed inst area=6500 sq um, ordered list of cells on the worst path=clkinv_4 > ha_1 > nor2b_1 > o21ai_1 > nor2_1 > mux2_2, layout overhead on the synthesized area=15.6%, Commonest flop=dfrtp_1, largest net degree at the start of global routing=about 130, Final Power=between 4 and 5 mW, setup tns final=0 ps, Routed Antenna Nets=0, count leader, synth=dfrtp_1
## layer usage
| layer | wire [um] | track usage | part of all wire |
|---|---|---|---|
| met1 | 6170 | 0.215 | 0.51 |
| met5 | 0 | 0 | 0 |
| met4 | 173 | 0.0194 | 0.014 |
| met3 | 753 | 0.0465 | 0.062 |
| met2 | 5090 | 0.180 | 0.42 |
## path summary, 6_finish.rpt
check,start,endpoint,slack (ps),cells past startpoint
min in group clk0,fifo_reg[4]$_DFFE_PN0P_,fifo_reg[4]$_DFFE_PN0P_,480,1
min,rst,fifo_reg[43]$_DFFE_PN0P_,440,2
max in group asynchronous,rst,fifo_reg[79]$_DFFE_PN0P_,2770,2
max,write_ptr[0]$_DFFE_PN0P_,fifo_reg[112]$_DFFE_PN0P_,1180,6
min reg2reg,fifo_reg[4]$_DFFE_PN0P_,fifo_reg[4]$_DFFE_PN0P_,480,1
max reg2reg,write_ptr[0]$_DFFE_PN0P_,fifo_reg[112]$_DFFE_PN0P_,1180,6
## report_power, final
| group | switching [mW] | leakage [nW] | internal (mW) | total (mW) |
|---|---|---|---|---|
| Clock | 0.683 | 0.254 | 0.886 | 1.57 |
| Sequential | 0.147 | 1.93 | 1.80 | 1.95 |
| Combinational | 0.791 | 1.13 | 0.545 | 1.34 |
| Total | 1.62 | 3.32 | 3.23 | 4.85 |
## cells in the final DEF (no fill, tap or decap), types with 8 or more instances in the layout
cell             netlist  layout
dfrtp_1              132     132
nor2b_1               95      95
mux2i_1               32      32
and2_1                22      22
clkbuf_16              0      17
a221oi_1              16      16
mux4_2                16      16
nand2_1               12      12
edfxtp_1              12      12
clkdlybuf4s50_1        0      11
o21ai_0               10      10
nor2_1                10      10
mux2_2                 9       9
a22oi_1                8       8
ha_1                   8       8
## area by class of cell
class                           count  area, sq um
Clock buffer                       19          443
Clock inverter                     13          105
Fill cell                        1813        12700
Inverter                            9         38.8
Multi-Input combinational cell    274         2280
Sequential cell                   144         3660
Tap cell                          265          332
Timing Repair Buffer               17          180
## cells by family after synthesis
family / after synthesis
buffers and inverters: 30
and+or+nand+nor: 156
AOI/OAI and AO/OA: 40
muxes: 64
adders and majority gates: 8
DFF: 144
xor gates and xnor gates: 6
## worst reg2reg max path, cell delays in order, from the launching register on
cell,delay [ps]
dfrtp_1,550
clkinv_4,130
ha_1,350
nor2b_1,220
o21ai_1,210
nor2_1,540
mux2_2,410
Power and IR drop assume default switching activity.
