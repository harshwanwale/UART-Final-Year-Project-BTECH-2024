==> flow/design.v <==
`timescale 1ns / 1ps
module fifo_8bit( 
   input Rst_n,
   input  [7:0] RxData,
   input  RxDone,
   input   TxDone,
	output [4:0] wr_ptr1,
   output  [7:0] TxData
    );
reg [255:0] tx_data_reg;   
reg [4:0] wr_ptr ,rd_ptr = 5'b0;
reg [7:0] TxData1;   
assign wr_ptr1=wr_ptr;
always@(posedge RxDone or negedge Rst_n)
begin
if(!Rst_n)
begin
tx_data_reg <= 255'b0;
wr_ptr<=5'b0;
end
else begin
    tx_data_reg [wr_ptr * 8 +: 8] <= RxData;
   wr_ptr<=wr_ptr+1'b1;
end
end
always@(posedge TxDone or negedge Rst_n)
begin
if(!Rst_n)
begin
 rd_ptr<=5'b0;
 end
 else begin
 	TxData1 <= tx_data_reg[rd_ptr * 8 +: 8];
    rd_ptr<=rd_ptr+1'b1;
 end
end
assign TxData=TxData1;
endmodule
==> flow/run.sh <==
#!/bin/bash
# OpenROAD 26Q1-2900-gdf79404cd8, Yosys 0.63+post, stock flow scripts
make -C /OpenROAD-flow-scripts/flow DESIGN_CONFIG=/design/flow/config.mk WORK_HOME=/design/flow/orfs finish
==> flow/config.mk <==
export PLATFORM = sky130hd
export DESIGN_NAME = fifo_8bit
export DESIGN_NICKNAME = fifo_8bit
export VERILOG_FILES = /design/flow/design.v
export SDC_FILE = /design/flow/constraint.sdc
export NUM_CORES = 4
export LEC_CHECK = 1
export CORE_UTILIZATION = 30
==> flow/constraint.sdc <==
current_design fifo_8bit

set clk_period 5.8
set clk_io_pct 0.2

create_clock -name clk0 -period $clk_period [get_ports {RxDone}]
create_clock -name clk1 -period $clk_period [get_ports {TxDone}]

set non_clock_inputs [all_inputs -no_clocks]
set_input_delay [expr $clk_period * $clk_io_pct] -clock clk0 $non_clock_inputs
set_output_delay [expr $clk_period * $clk_io_pct] -clock clk0 [all_outputs]
==> run_results.csv <==
group,metric,value,unit
status,status,"finished clean",
detailed_routing,diodes,0,
critical_path,cp-end-kind,"flip-flop",
global_routing,antenna_found_initial,0,
final_timing,final_hold_viol_count,0,
detailed_routing,drc,0,
synthesis,top_cells_by_area,"dfrtp_1, mux2_2, mux4_2",
final_timing,maxSlewHeadroom,45.2,%
power_and_ir_drop,leakagePower,5.74,nW
critical_path,cpPeakStageDelay,0.66,ns
synthesis,syn_avg_cell_area,15.3,um2
detailed_routing,viasPerCell,4.87,
clock_tree,postCtsSetupRepairBufs,0,
critical_path,crit_type,"flip-flop to flip-flop",
place,gp_congestion,0.884,
global_routing,grt_max_degree,128,
final_timing,max_slew.worst_pin.slew,0.823,ns
final_timing,fin_worst_skew,0.0135,ns
detailed_routing,routed-via-count,7107,
place,dp_hpwl,19.2,mm
synthesis,synth-main-ff-cell,"dfrtp_1",
floorplan,core_area,0.0423,mm2
clock_tree,cts.repair.resized,0,
global_routing,grt_pass1_vias,7595,
synthesis,netlist_instances,849,
final_layout,lay_top_count,"dfrtp_1",
final_timing,slew_violations,0,
final_layout,largest_reg_flops,256,
synthesis,synth-async-reset-ratio,97.1,%
final_layout,syn2layout_area_growth,12.8,%
place,port_buffers,22,
global_routing,grt.overflow.total,0,
floorplan,chipWidth,210,um
final_timing,fin_tns_setup,0,ns
clock_tree,ctsHoldBuffers,0,
detailed_routing,postRouteAntennaNets,0,
place,dp_cells,1405,
power_and_ir_drop,p_sw,910,uW
power_and_ir_drop,powerDensity,285,mW/mm2
synthesis,synth_area,0.0130,mm2
synthesis,synth-edff-count,8,
synthesis,ys_chip_area,0.0130,mm2
final_timing,setup_viol,0,
power_and_ir_drop,swShare,21.8,%
floorplan,fp_util,30.8,%
critical_path,crit_slowest_cell,"nor2b_1",
final_layout,instances_no_fill,1458,
global_routing,grt_pass1_wl,47.1,mm
critical_path,crit_required,6.21,ns
synthesis,top_cell_area_share,51.1,%
final_timing,rsz0062_at_grt,"false",
power_and_ir_drop,p_clk_share,45.2,%
detailed_routing,wire_per_inst,20.4,um
final_layout,drive_above_1_share,46.5,%
synthesis,synth.distinct_cells,53,
detailed_routing,first_pass_iters,4,
floorplan,dieArea,0.0442,mm2
floorplan,die_y,210,um
clock_tree,clkTransAtPathRegs,0.06,ns
clock_tree,cts_num_sinks,274,
power_and_ir_drop,comb_power_share,5.5,%
synthesis,yosys_warnings,1,
floorplan,rows,75,
final_timing,whs,0.481,ns
critical_path,critPathLaunchType,"flip-flop",
critical_path,worstPathMaxFanout,13,
clock_tree,tritoncts,"built",
power_and_ir_drop,p_int,3.27,mW
place,placed_cell_area,0.0137,mm2
detailed_routing,wl,29.7,mm
critical_path,cp_top_family,"simple AND/OR/NAND/NOR gates",
worst_hold_path,hold_class,"flip-flop to flip-flop",
critical_path,path_buffers,1,
power_and_ir_drop,power_frac_seq,49.3,%
synthesis,ys_cells,849,
critical_path,cp.arrival,3.92,ns
power_and_ir_drop,ir_worst_vdd,0.000220,V
synthesis,synth_flops,274,
run,log.warning_count,29,
floorplan,io_pins,24,
synthesis,largest_area_cell,"dfrtp_1",
global_routing,track_usage,14.6,%
final_layout,fin_area,0.0147,mm2
synthesis,synth_seq_share,53.0,%
final_layout,lay_top_cells,"dfrtp_1, mux2_2, mux2i_1",
run,drv_cap,0,
critical_path,crit_chain,"inv_1 -> ha_1 -> nand2b_1 -> nor2_1 -> ha_1 -> nor2b_1 -> nand2b_1 -> mux2_4",
detailed_routing,drt_iter0_markers,283,
## final cells by class
cell class	count	area (um2)
Fill cell	4035	27600
Sequential cell	274	6900
Tap cell	577	722
Timing Repair Buffer	38	358
Clock buffer	44	883
Multi-Input combinational cell	511	5700
Inverter	5	18.8
Clock inverter	9	104
## Yosys cell counts (2+ instances only)
cell and number:
a2111oi_1 2, a2111oi_2 2, a21oi_1 5, a221oi_1 11
a22oi_1 5, and2_1 2, and3_1 7, buf_2 11
buf_4 4, buf_6 8, buf_8 4, clkbuf_1 28
clkbuf_8 3, dfrtp_1 266, edfxtp_1 8, ha_1 4
inv_1 5, mux2_2 244, mux2_4 24, mux2i_1 40
mux4_1 7, mux4_2 36, nand2_1 9, nand2_2 15
nand2b_1 6, nand3_1 9, nand3_2 2, nor2_1 14
nor2_4 11, nor2_8 3, nor2b_1 11, nor3_1 3
o211ai_1 4, o21ai_0 4, o221ai_1 3, o22ai_1 8
xnor2_1 4, xor2_1 2
## worst reg2reg max path, cell delays in order (launching register included)
cell and delay [ns]:
dfrtp_1 0.61, inv_1 0.24, ha_1 0.29, nand2b_1 0.15
nor2_1 0.06, ha_1 0.45, nor2b_1 0.66, nand2b_1 0.49
mux2_4 0.42
## power by group through the flow
stage                 clock network [mW]  logic, mW  registers (mW)
after CTS                           1.94      0.239            2.06
after global routing                2.01      0.257            2.07
final                               1.89      0.231            2.06
## metrics by stage
stage | total power [mW] | worst slack (ns) | util (%)
after floorplan | 2.22 | 2.99 | -
after CTS | 4.24 | 2.30 | 34.7
after detailed placement | 2.33 | 2.36 | 32.4
after global routing | 4.34 | 2.02 | 34.7
after global placement | 2.32 | 2.44 | 32.4
final | 4.18 | 2.29 | 34.7
## worst paths after layout
| kind | start | end | slack [ns] | cells past startpoint |
|---|---|---|---|---|
| min in group clk1 | rd_ptr[4] | rd_ptr[4] | 0.80 | 2 |
| min reg2reg | tx_data_reg[237] | tx_data_reg[237] | 0.48 | 1 |
| max in group asynchronous | Rst_n | rd_ptr[2] | 3.35 | 3 |
| min | tx_data_reg[237] | tx_data_reg[237] | 0.48 | 1 |
| min in group asynchronous | Rst_n | tx_data_reg[185] | 0.56 | 1 |
| max in group clk1 | rd_ptr[0] | TxData1[1] | 2.88 | 5 |
| max | wr_ptr[0] | tx_data_reg[132] | 2.29 | 8 |
| max reg2reg | wr_ptr[0] | tx_data_reg[132] | 2.29 | 8 |
## routing by layer
layer / up-vias / track usage (%) / share of wire [%]
met5: - / 0 / 0
met4: 0 / 1.86 / 1.6
met3: 35 / 4.34 / 7.4
met2: 150 / 21.4 / 45
met1: 3735 / 22.7 / 46
li1: 3187 / - / -
## logic make-up after synthesis
kind of cell | share of synthesized area [%]
muxes | 34.9
DFF | 53.0
and+or+nand+nor | 5.25
buffers and inverters | 3.23
AOI/OAI and AO/OA | 2.75
xor gates and xnor gates | 0.529
adders and majority gates | 0.385
Power figures rest on the tool's default switching activity, not on a simulated workload.
